--- flow/config.mk ---
export PLATFORM = sky130hd
export DESIGN_NAME = RRA
export DESIGN_NICKNAME = RRA
export VERILOG_FILES = /design/flow/design.v
export SDC_FILE = /design/flow/constraint.sdc
export NUM_CORES = 4
export LEC_CHECK = 1
export CORE_AREA = 10 10 70 70
export DIE_AREA = 0 0 80 80
--- flow/constraint.sdc ---
current_design RRA

set clk_period 1.5
set clk_io_pct 0.2

create_clock -name clk0 -period $clk_period [get_ports {clk}]

set non_clock_inputs [all_inputs -no_clocks]
set_input_delay [expr $clk_period * $clk_io_pct] -clock clk0 $non_clock_inputs
set_output_delay [expr $clk_period * $clk_io_pct] -clock clk0 [all_outputs]
--- flow/design.v ---
`timescale 1ns / 1ps
module RRA(
input clk,rst_n,
input [3:0] REQ,
output reg [3:0] GNT
    );
    reg[2:0] pr_state;
    reg[2:0] nxt_state;
    parameter [2:0] Sideal = 3'b000;
    parameter [2:0]     S0 = 3'b001;
    parameter [2:0]     S1 = 3'b010;
    parameter [2:0]     S2 = 3'b011;
    parameter [2:0]     S3 = 3'b100;
    always @(posedge clk or negedge rst_n)
    begin
    if(!rst_n)
     pr_state <= Sideal;
     else 
      pr_state <=nxt_state;
     end
    always@(*)
    begin   
          case(pr_state) 
            Sideal:
                     begin 
                         if(REQ[0])
                             nxt_state = S0;
                         else if (REQ[1])
                              nxt_state = S1;
                         else if (REQ[2])
                            nxt_state = S2;
                         else if (REQ[3])
                            nxt_state = S3;
                          else 
                             nxt_state =Sideal;
                     end 
               S0: 
                     begin   
                         if (REQ[1])
                            nxt_state = S1;
                         else if (REQ[2])
                            nxt_state = S2;
                         else if (REQ[3])
                              nxt_state = S3;
                         else if(REQ[0])
                             nxt_state =S0;
                         else 
                             nxt_state =Sideal;
                     end 
               S1: 
                     begin   
                          if (REQ[2])
                            nxt_state = S2;
                         else if (REQ[3])
                              nxt_state = S3;
                         else if(REQ[0])
                             nxt_state =S0;
                           else if (REQ[1])
                            nxt_state = S1;
                            else 
                             nxt_state =Sideal;
                     end 
               S2: 
                     begin   
                        if (REQ[3])
                              nxt_state = S3;
                         else if(REQ[0])
                             nxt_state =S0;
                           else if (REQ[1])
                            nxt_state = S1;
                            else if (REQ[2])
                            nxt_state = S2;
                            else 
                             nxt_state =Sideal;
                     end 
                 S3: 
                     begin   
                            if(REQ[0])
                             nxt_state =S0;
                           else if (REQ[1])
                            nxt_state = S1;
                            else if (REQ[2])
                            nxt_state = S2;
                            else if (REQ[3])
                              nxt_state = S3;
                            else 
                             nxt_state =Sideal;
                     end 
                    default: 
                     begin 
                         if(REQ[0])
                             nxt_state = S0;
                         else if (REQ[1])
                              nxt_state = S1;
                         else if (REQ[2])
                            nxt_state = S2;
                         else if (REQ[3])
                            nxt_state = S3;
                          else 
                             nxt_state =Sideal;
                    end
       endcase         
 end         
    always @(*)
     begin
        case (pr_state)
        S0: GNT=4'b0001;
        S1: GNT=4'b0010;
        S2: GNT=4'b0011;
        S3: GNT=4'b0100;
        default: GNT=4'b0000;
        endcase
     end
endmodule
--- flow/run.sh ---
#!/bin/bash
# OpenROAD 26Q1-2900-gdf79404cd8, Yosys 0.63+post, stock flow scripts
make -C /OpenROAD-flow-scripts/flow DESIGN_CONFIG=/design/flow/config.mk WORK_HOME=/design/flow/orfs finish
==> GITHUB_STEP_SUMMARY <==
## Implementation flow summary

| Metric | Value |
|---|---|
| Run status | complete, no violations |
| Tool warnings | 25 |
| Dpl hpwl | 561 microns |
| Nature of the critical path startpoint | flop |
| Die Area | 6400 sq um |
| Pre-CTS setup slack | 68.9 ps |
| Static leakage power | 0.207 nW |
| Routed via count divided by cell count | 2.90 |
| Synth Area in Compound Gates | 19.4% |
| Largest non-sequential cell family by area | simple AND/OR/NAND/NOR gates |
| Maximum operating frequency | 683 MHz |
| Total buffers and inverters traversed by the critical path | 2 |
| Number of flip-flops under the largest register name | 5 |
| Total negative slack | 0 ps |
| Routed wire length per instance | 7.96 microns |
| Post-detailed-route DRC marker count | 0 |
| Via count of the first global-routing pass | 257 |
| Top Registers | pr_state x5 |
| Post-synthesis cell count from yosys | 29 |
| Most flops, register | pr_state |
| Required time of the critical path | 1200 ps |
| Number of primary I/O pins | 10 |
| CORE AREA | 3420 sq um |
| Slowest cell on crit path | sky130_fd_sc_hd__dfrtp_1 |
| Clock Skews | 2.06 ps |
| Most frequent logic cell in the layout | sky130_fd_sc_hd__clkdlybuf4s50_1 |
| Die height | 80 microns |
| Pre-placement core utilization | 7.73% |
| Post-synthesis adder-cell area fraction | 0% |
| Number of vias in the routed layout | 258 |
| Largest buffer count on any clock path | 2 |
| Register Area | 126 sq um |
| Dpl cell area | 390 sq um |
| GR Util All Layers | 2.23% |
| Finished layout cell area | 440 sq um |
| Number of antenna violations at the first check in global routing | 0 |
| Fin crit share | 97.6% |
| Wire length the detailed router placed on met1 | 362 microns |
| HP Class | input port to asynchronous set/reset pin |
| Die Wd | 80 microns |
| Root Buffer Master | sky130_fd_sc_hd__clkbuf_4 |
| Fill cell count | 396 |
| Proportion of synthesized area in mux cells | 0% |
| Ys flops | 5 |
| Hold-fix buffers, CTS | 0 |
| Total length of routed wires | 708 microns |
| Yosys xor share | 0% |
| Final worst hold slack | 274 ps |
| TritonCTS clock tree | built |
| CTS H-tree lvls | 1 |
| Area used by multi-input combinational logic | 115 sq um |
| Total placed cells including tap cells | 81 |
| Global-route wire length before repair | 1180 microns |
| Met2 WL post-DR | 294 microns |
| Cell area after synthesis | 264 sq um |
| Number of search-and-repair iterations in the first detailed-routing pass | 4 |
| Arrival @ worst endpoint | 1160 ps |
| Global route overflow | 0 |
| Chip area from the yosys synthesis statistics | 264 sq um |
| Synthesized netlist cell count | 29 |
| Crit path kind | flop to output pin |
| Simple logic cell fraction of the synthesized area | 22.7% |
| Highest metal layer with signal wires | met4 |
| CP Launch Point | pr_state[4] |
| Placer's final routability congestion estimate | 0.686 |
| Reg-to-Reg Start | pr_state[4] |
| Max-slew violations | 0 |
| Number of non-filler instances in the completed layout | 89 |
| Violation count after the first detailed-routing iteration | 13 |
| Number of input and output port buffers inserted | 8 |
| Critical-path cell list | buf_4, or2_2, buf_2 |
| Final-report hold violation count | 0 |
| Count of unique library cells instantiated by Yosys | 18 |
| Period minus WS final | 1460 ps |
| Met3 wirelength from detailed routing | 31 microns |
| Count of standard-cell rows | 21 |
| Family with the most delay on the worst path | flip-flops |
| Number of max-cap violations | 0 |
| Clock sink count | 5 |
| Largest fanout on the critical path | 3 |
| Pin count of the biggest net entering global routing | 7 |
| Leading cell types in the layout, fill and taps excluded | sky130_fd_sc_hd__clkdlybuf4s50_1, sky130_fd_sc_hd__dfrtp_1, sky130_fd_sc_hd__buf_4, sky130_fd_sc_hd__inv_1, sky130_fd_sc_hd__clkbuf_4 |
| Setup Viol. Count Final | 0 |
| Layout cell share with drive strength beyond 1 | 25.6% |
| DRT antenna net count | 0 |
| Highest cell delay on the worst timing path | 380 ps |
| P per Cell Area | 903 nW/um^2 |
| Synth warnings | 1 |
| Crit path capture type | output pin |
| Area added between synthesis and finish | 66.8% |
| Clock slew at reported path FFs | 40 ps |
| Fraction of the yosys area taken by sequential cells | 47.9% |
| Number of antenna repair diodes | 0 |
| Syn avg cell area | 9.10 sq um |
| Source-to-sink clock delay at the later pin of the worst-skew pair | 240 ps |
| Cts bufs inserted | 3 |
| Worst IR Drop VDD | 189 uV |
| Setup slack of the critical path after layout | 35.9 ps |
==> cell type report <==
| class | instances | area share, % |
|---|---|---|
| Sequential cell | 5 | 28.7 |
| Multi-Input combinational cell | 19 | 26.1 |
| Timing Repair Buffer | 12 | 23.6 |
| Tap cell | 46 | 13.1 |
| Clock buffer | 4 | 5.97 |
| Inverter | 3 | 2.56 |
==> logic make-up after synthesis <==
group / Yosys count
and+or+nand+nor: 11
AOI/OAI and AO/OA: 7
DFF: 5
buffers and inverters: 5
other: 1
==> worst paths after layout <==
path                               end  slack (ps)  cells after the start
hold / removal             pr_state[1]         270                      1
hold reg to reg            pr_state[4]         610                      2
setup / recovery                GNT[1]          40                      3
setup reg to reg           pr_state[3]         300                      3
min in group clk0          pr_state[4]         610                      2
max in group asynchronous  pr_state[0]         980                      1
==> per-stage QoR <==
step / util (%) / power [mW]
6_report: 12.9 / 0.398
3_3_place_gp: 11.4 / 0.236
2_1_floorplan: - / 0.188
3_5_place_dp: 11.4 / 0.236
4_1_cts: 12.7 / 0.400
5_1_grt: 12.9 / 0.429
==> timing repair <==
action,CTS,global route
setup buffers,3,1
resized,4,0
setup endpoints to repair,2,1
==> metal layers <==
metal	up-vias	track usage, %
li1	125	-
met1	119	3.08
met2	12	3.29
met3	2	0.455
met4	0	0.880
met5	-	0
==> cells in the mapped netlist (all sizes together) <==
cell	number	area, sq um
a21oi	2	10.0
dfrtp	4	100
a31oi	1	6.26
clkbuf	1	3.75
o21ai	1	5.00
nand2b	2	12.5
or3	1	6.26
nor3b	1	7.51
o211a	2	20.0
nor4	1	6.26
buf	1	7.51
a221o	1	10.0
nand2	2	7.51
or2	2	12.5
conb	1	3.75
nor2	2	7.51
dfstp	1	26.3
inv	3	11.3
==> power breakdown <==
part	internal, mW	total [mW]	switching [mW]
clock network	0.101	0.156	0.0554
registers	0.146	0.152	0.00565
logic	0.0546	0.0895	0.0349
total	0.302	0.398	0.0959
Power and IR drop assume default switching activity.
